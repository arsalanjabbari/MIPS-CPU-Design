**/design/flow/config.mk**
```make
export PLATFORM = sky130hd
export DESIGN_NAME = LogicalUnit
export DESIGN_NICKNAME = LogicalUnit
export VERILOG_FILES = /design/flow/design.v
export SDC_FILE = /design/flow/constraint.sdc
export NUM_CORES = 4
export LEC_CHECK = 1
export CORE_UTILIZATION = 30
```
**/design/flow/constraint.sdc**
```tcl
current_design LogicalUnit

set clk_period 1.5
set clk_io_pct 0.2

create_clock -name clk0 -period $clk_period

set non_clock_inputs [all_inputs -no_clocks]
set_input_delay [expr $clk_period * $clk_io_pct] -clock clk0 $non_clock_inputs
set_output_delay [expr $clk_period * $clk_io_pct] -clock clk0 [all_outputs]
```
**/design/flow/design.v**
```verilog
`timescale 1ns / 1ps
module LogicalUnit (
    input [31:0]aLogical,
    input [31:0]bLogical,
    input [1:0]opcodeLogical,
    output reg [31:0]resultLogical
);
always @(*) begin
    case (opcodeLogical)
        2'b00: resultLogical = ~ (aLogical | bLogical);
        2'b01: resultLogical = aLogical & bLogical;
        2'b10: resultLogical = aLogical | bLogical;
        2'b11: resultLogical = aLogical ^ bLogical;
    endcase
end
endmodule
```
**/design/flow/run.sh**
```bash
#!/bin/bash
# OpenROAD 26Q1-2900-gdf79404cd8, Yosys 0.63+post, stock flow scripts
make -C /OpenROAD-flow-scripts/flow DESIGN_CONFIG=/design/flow/config.mk WORK_HOME=/design/flow/orfs finish
```
==> run summary <==
Implementation run completed; key figures follow.

Status:
- The flow ran to the end, and the final reports show no timing, DRC or antenna violations.

Floorplanning:
- The run gives the horizontal die size as 85.3 µm.
- The run gives the die outline height as 85.3 µm.
- The run gives the count of boundary I/O pins as 98.
- The run gives the floorplan utilization as 0.308.
- For reference, the placement row count at floorplan is 30.
- The run gives the area enclosed by the die boundary as 0.00728 mm².
- The core region is 0.00676 mm².

Layout:
- Per the final layout report, the fraction of cells sized above drive strength 1 comes to 0.399.
- The finished layout reports a core utilization of 0.476.
- The top cell types in the final layout, fill and taps aside, are sky130_fd_sc_hd__mux2i_1, sky130_fd_sc_hd__ha_1, sky130_fd_sc_hd__inv_1.
- The run gives the growth of design area from synthesis to finish as 54.5%.
- Counting only logic cells after layout, the most numerous master is sky130_fd_sc_hd__mux2i_1.
- The run gives the clock buffer count as 0.
- The run gives the total number of sequential cells as 0.
- The run gives the layout filler cell count as 648.
- The run puts the area used by sequential logic in the layout at 0 µm².

Yosys:
- In this run the cell area of the synthesized design comes to 0.00208 mm².
- The run puts the average cell area after synthesis at 8.86 µm².
- The run gives the number of distinct library cell variants in the gate-level netlist after synthesis as 7.
- The run gives the register area share after synthesis as 0.
- Synthesis produced 235 cells.
- For this run, the number of Yosys warnings is 1.
- The run gives the number of cells in Yosys stat as 235.
- The synthesized netlist has a Yosys-reported chip area of 0.00208 mm².

Global routing:
- The run puts the via count of the first global-routing pass at 1613.
- The run gives the number of antenna violations at the first check in global routing as 0.
- The run gives the largest net degree at the start of global routing as 17.
- The run puts the remaining global-route overflow at 0.
- The run gives the wire length of the first global-routing pass as 6830 µm.
- The run puts the combined global-route utilization of all metal layers at 0.112.

Detailed routing:
- The run gives the mean number of vias per cell as 4.16.
- The run gives the first-pass detailed-route iteration total as 2.
- The run puts the wire length reported by the detailed router at 4230 µm.
- The run puts the mean routed wirelength per cell at 9.82 µm.
- For this run, the script counts the antenna cells in the layout as 0.
- The run puts the number of design-rule violations left by the first detailed-router iteration at 14.
- The run puts the DRC violation count after routing at 0.
- The run puts the total vias in the final route at 1792.
- The run gives the tally of nets with antenna violations remaining after routing as 0.

Place:
- The run puts the final RePlAce weighted congestion at 0.745.
- The run gives the HPWL reported at the end of detailed placement as 3550 µm.
- In this run the tool buffered the top-level ports with 98 buffer cells.
- The run gives the worst setup slack before clock tree synthesis as -0.624 ns.

Worst setup path:
- The largest single stage delay on the critical path is 0.27 ns.
- The run gives the cell repeated most along the worst path as sky130_fd_sc_hd__mux2i_1.
- The run gives the origin of the worst setup path as bLogical[31].
- Per STA, the worst path is made up of clkdlybuf4s15_2, inv_2, ha_1, mux2i_1, mux2i_1, buf_2.
- Along the worst path, the maximum fanout reaches 2.
- The worst setup path is captured at a primary output.
- The run gives the data arrival time of the critical path as 1.15 ns.
- For this design, the slowest cell found on the critical path is sky130_fd_sc_hd__ha_1.
- The run puts the logic depth of the worst setup path including buffers at 6.
- For the worst setup path, the data required time is 1.20 ns.
- Per STA, the endpoint of the critical path is resultLogical[31].
- The critical path is of the input pin to primary output type.
- The run gives the critical path buffer and inverter count as 3.
- The run gives the nature of the critical path startpoint as an input pin.
- The cell family contributing the most delay on the critical path is buffers and inverters.

Timing:
- The run gives the actual transition at the worst max-transition pin as 0.149 ns.
- Subtracting the final worst setup slack from the clock period gives 1.45 ns.
- The run gives the worst path setup slack after routing as 0.0481 ns.
- The run puts the highest achievable clock rate at 689 MHz.
- The run gives the tightest hold margin as 1.09 ns.
- In the finished design, the share of the clock period the worst path needs comes to 0.968.
- The run gives the final-report setup violation count as 0.
- The run puts the total count of max-transition violations in the final report at 0.
- The run puts the final-layout setup total negative slack at 0 ns.
- The run gives the headroom to the max-slew limit as 0.898.
- Per the final timing report, the hold violations number 0.

Flow run:
- The run puts the total number of warnings across the stage logs at 65.
- The run gives the tally of max-capacitance violations as 0.

Clock network:
- In this run, post-CTS hold repair placed 0 buffers.

Power and ir drop:
- The run puts the power per cell area at 243 mW/mm².
- The run gives the cell leakage power as 1.86 nW.
- The run gives the worst ir drop on vdd as 0.0839 mV.

Min path:
- Note that the worst hold path type here is input pin to primary output.
worst min path at each step:
stage                       startpoint           endpoint  slack, ns  depth (start not counted)
final                 opcodeLogical[0]   resultLogical[3]       1.09                          4
after CTS             opcodeLogical[0]  resultLogical[31]       1.12                          4
after global routing  opcodeLogical[0]   resultLogical[3]       1.14                          4
cells in the mapped netlist:
master,number,share of area
sky130_fd_sc_hd__mux2i_1,64,0.31
sky130_fd_sc_hd__buf_6,1,0.0054
sky130_fd_sc_hd__xnor2_1,32,0.13
sky130_fd_sc_hd__buf_8,6,0.043
sky130_fd_sc_hd__inv_1,64,0.12
sky130_fd_sc_hd__buf_2,4,0.0096
sky130_fd_sc_hd__ha_1,64,0.38
cell type report:
cell class	count	area, µm²	share of cell area
inverters	64	240	0.0746
repair buffers	127	1090	0.340
well taps	80	100	0.0311
multi-input cells	160	1780	0.554
power by group:
part,switching (mW),leakage [nW],internal [mW]
clock network,0,0,0
logic,0.297,1.86,0.487
registers,0,0,0
total,0.297,1.86,0.487
per-stage QoR:
step | total power [mW] | std cells | cell area, µm²
floorplan | 0.390 | 235 | 2080
global placement | 0.883 | 425 | 3280
detailed placement | 0.893 | 425 | 3280
CTS | 0.783 | 426 | 3190
global route | 0.881 | 431 | 3220
finish | 0.784 | 431 | 3220
cells by family after synthesis:
kind of cell,synth area share
XOR/XNOR,0.135
adder cells (fa/ha/maj),0.384
buffers and inverters,0.174
multiplexers,0.308
per-layer routing:
| layer | global-route usage | wire, µm | vias up |
|---|---|---|---|
| li1 | - | - | 963 |
| met2 | 0.194 | 2020 | 46 |
| met3 | 0.0148 | 249 | 2 |
| met5 | 0 | 0 | - |
| met4 | 0.0136 | 23 | 0 |
| met1 | 0.154 | 1940 | 781 |
repair_timing:
action	CTS	global route
setup endpoints to repair	32	28
gates cloned	1	1
gates resized	277	51
pin swaps	23	11
buffers inserted	0	4
No activity file was given, so power comes from the tool's default toggle rates.
