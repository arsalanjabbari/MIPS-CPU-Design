## flow/design.v

```verilog
`timescale 1ns / 1ps
module AdderSubtractorUnit (
    input [31:0]aAddSub,
    input [31:0]bAddSub,
    input addSubIdentifier,
    output [31:0]resultAddSub,
    output reg zeroFlag,
    output carryFlag
);
wire [32:0]carry;
wire [31:0] bFullAdderInput;
assign carry[0] = addSubIdentifier;
genvar j;
generate
	for(j = 0; j < 32; j = j + 1) begin
		assign bFullAdderInput[j] = bAddSub[j] ^ addSubIdentifier; 
	end
endgenerate
genvar i;
generate
    for (i = 0; i < 32; i = i + 1) begin
        FullAdder fa(aAddSub[i], bFullAdderInput[i], carry[i], resultAddSub[i], carry[i+1]);
    end
endgenerate
always @(*) begin
    if (resultAddSub == 0) begin
        zeroFlag = 1;
    end
    else begin
        zeroFlag = 0;
    end
end
assign carryFlag = carry[32];
endmodule
`timescale 1ns / 1ps
module FullAdder (
    input aFullAdder,
    input bFullAdder,
    input carryInFullAdder,
    output sumFullAdder,
    output carryOutFullAdder
);
assign sumFullAdder = aFullAdder ^ bFullAdder ^ carryInFullAdder;
assign carryOutFullAdder = aFullAdder & bFullAdder | bFullAdder & carryInFullAdder | aFullAdder & carryInFullAdder;
endmodule
```

## flow/run.sh

```bash
#!/bin/bash
# OpenROAD 26Q1-2900-gdf79404cd8, Yosys 0.63+post, stock flow scripts
make -C /OpenROAD-flow-scripts/flow DESIGN_CONFIG=/design/flow/config.mk WORK_HOME=/design/flow/orfs finish
```

## flow/config.mk

```make
export PLATFORM = sky130hd
export DESIGN_NAME = AdderSubtractorUnit
export DESIGN_NICKNAME = AdderSubtractorUnit
export VERILOG_FILES = /design/flow/design.v
export SDC_FILE = /design/flow/constraint.sdc
export NUM_CORES = 4
export LEC_CHECK = 1
export CORE_AREA = 10 10 113 113
export DIE_AREA = 0 0 123 123
```

## flow/constraint.sdc

```tcl
current_design AdderSubtractorUnit

set clk_period 13.6
set clk_io_pct 0.2

create_clock -name clk0 -period $clk_period

set non_clock_inputs [all_inputs -no_clocks]
set_input_delay [expr $clk_period * $clk_io_pct] -clock clk0 $non_clock_inputs
set_output_delay [expr $clk_period * $clk_io_pct] -clock clk0 [all_outputs]
```

==> run summary <==
Results of the run.

The run finished, with violations left. The checks that failed: setup timing. The synthesized chip area reported by yosys is 1480 um2. Setup repair after global routing could not meet its margin everywhere. The via count normalized by instance count is 3.12. STA on the placed design reports a worst setup slack of -5.38 ns. Once layout is done, the placed cells without fillers occupy 2460 um2. The number of warnings reported in the yosys synthesis log is 1. The row count is 37.

The number of max-cap violations is 0. The number of antenna diodes is 0. Yosys stat counts 173 cells in the synthesized netlist.

The area of the mapped netlist is 1480 um2. Leaving out fill and tap cells, the most frequent cell in the layout is clkdlybuf4s50_1. During I/O placement, the number of pins put on the boundary was 99. For the pin with the worst max-slew slack, the measured transition is 0.394 ns. The global router's overall resource usage is 0.0645. The minimum clock period is 18.02 ns. Per the detail_route report, the via count comes to 1180.

Routability-driven placement finished with a final weighted congestion of 0.803. The slack of the critical path is -4.42 ns. The number of global-route vias before repair is 1460.

Per the post-route antenna check, the number of violating nets is 0. The total power per unit cell area is 61.9 nW/um2. The synthesized netlist cell count is 173. The most critical setup path has its startpoint at bAddSub[0]. The vertical die dimension is 123 um.

The DRC marker count from the first detailed-route iteration is 13. The final count of negative-setup-slack endpoints is 13. The total grt overflow is 0.

The chip area is 15100 um2. The final report gives the core utilization as 0.239. The number of different library cells in the post-synthesis netlist is 14. The overall routed net length is 4860 um.

On the critical path the data arrives at 15.30 ns. The count of input and output buffers is 99. The first global-routing pass estimated 7560 um of wire. The number of antenna violations at the first check in global routing is 0. The critical path maximum fanout is 2. The count of flip-flops and latches is 0. Warnings raised by the tools during the run amount to 35. The number of hold buffers added after CTS was 0. The largest net degree at the start of global routing is 23. The capture point of the critical path is zeroFlag. The floorplan step set the die width to 123 um. The number of fill cells in the layout is 1114. The leakage power is 0.00106 uW. The path class of the lowest-slack min-delay path is primary input to output port.

The instance area at placement is 2470 um2. Including well taps, the total number of placed cells is 376. The relative slew slack is 0.737. The clock buffers instantiated in the layout total 0.

The storage element area is 0 um2. The most common logic cells in the final layout are clkdlybuf4s50_1 (76), inv_1 (49), fa_2 (31). The worst vdd rail ir drop is 0.0222 mV. The timing report shows the most common cell along the critical path to be fa_2. Of the synthesized area, sequential elements account for 0. The required time of the critical path is 10.88 ns.

The initial core utilization is 0.143. The post-route non-filler standard cell count is 378. The count of unresolved DRC violations after routing is 0. The type of the worst setup path is primary input to output port. The master of the slowest instance on the critical path is fa_2. The routed wirelength normalized by instance count is 12.9 um. In this run the standard cell core region covers 10300 um2.

The longest individual stage delay on the worst path is 0.44 ns. The number of failing hold endpoints at the final stage is 0. The type of element capturing the critical path is an output port. The kind of launch point of the worst setup path is a primary input. The final HPWL from detailed placement is 4610 um. The final clock period utilization by the worst path is 1.32. In the final layout, the share of cells above drive strength 1 is 0.289. The sum of negative setup slack is -32.95 ns. The top achievable clock speed is 55.5 MHz.

The flow measured a signed area growth from synthesis to layout of 66.5%. The first detailed-routing pass ran for 2 iterations. The final max-slew violation count recorded for this run is 0. Dividing the synthesized area by the synthesized cell count gives 8.55 um2.
-- stage by stage --
stage               hold WS, ns  power [uW]
finish                     6.09         152
global route               6.12         175
CTS                        6.10         157
detailed placement         6.46         165
global placement           6.46         164
floorplan                  5.55        99.5
-- kinds of logic after synthesis --
logic type / synth area share
XOR/XNOR: 0.190
adder cells (fa/ha/maj): 0.420
buffers and inverters: 0.333
multiplexers: 0.00761
AND/OR/NAND/NOR: 0.0499
-- layout make-up --
cell class / count / area, um2 / share of cell area
timing repair buffer: 105 / 967 / 0.393
multi-input combinational: 77 / 1100 / 0.447
tap: 136 / 170 / 0.0691
inverter: 60 / 225 / 0.0915
-- worst min-delay path by stage --
stage	start	to	cells after the start
final	bAddSub[0]	resultAddSub[0]	4
after global routing	bAddSub[0]	resultAddSub[0]	4
after CTS	aAddSub[0]	resultAddSub[0]	4
-- repair_timing --
action                                 in CTS  in global routing
buffers inserted                            2                  0
setup endpoints to repair                  15                 16
pin swaps                                  33                 33
gates resized                              63                 16
endpoints found under the hold margin       0                  0
-- routing by layer --
metal  vias to the layer above  part of all wire  GRT usage
met2                        63              0.48      0.114
met4                         0                 0          0
met3                         0              0.14     0.0273
met1                       535              0.39     0.0760
li1                        582                 -          -
met5                         -                 0          0
-- cell usage after synthesis, drive strengths merged --
master | n | share of area
buf | 36 | 0.18
inv | 60 | 0.15
nand4 | 6 | 0.025
xor2 | 3 | 0.018
fa | 31 | 0.42
mux2 | 1 | 0.0076
nor2 | 2 | 0.0051
nand2 | 1 | 0.0025
and4 | 1 | 0.0059
nand3 | 1 | 0.0034
nor4 | 1 | 0.0042
nor3 | 1 | 0.0034
xnor2 | 29 | 0.17
-- critical path, delay by kind of cell --
kind	cells	cell delay [ns]
buffers and inverters	4	0.29
and+or+nand+nor	2	0.41
muxes	1	0.19
adders and majority gates	31	11.67
-- power by group --
group          switching (uW)  total (uW)  internal, uW
clock                       0           0             0
sequential                  0           0             0
combinational            57.9         152          94.5
total                    57.9         152          94.5
Power is estimated from default activity; no workload was simulated.
