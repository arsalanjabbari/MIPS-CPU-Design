==> /design/flow/design.v <==
`timescale 1ns / 1ps
module Multiplexer4_1(
    input [31:0]aMux,
    input [31:0]bMux,
    input [31:0]cMux,
    input [31:0]dMux,
    input [1:0]selectMux,
    output [31:0]outputMux
    );
assign outputMux = selectMux[1] ? (selectMux[0] ? dMux : cMux) : (selectMux[0] ? bMux : aMux);
endmodule
==> /design/flow/run.sh <==
#!/bin/bash
# OpenROAD 26Q1-2900-gdf79404cd8, Yosys 0.63+post, stock flow scripts
make -C /OpenROAD-flow-scripts/flow DESIGN_CONFIG=/design/flow/config.mk WORK_HOME=/design/flow/orfs finish
==> /design/flow/config.mk <==
export PLATFORM = sky130hd
export DESIGN_NAME = Multiplexer4_1
export DESIGN_NICKNAME = Multiplexer4_1
export VERILOG_FILES = /design/flow/design.v
export SDC_FILE = /design/flow/constraint.sdc
export NUM_CORES = 4
export LEC_CHECK = 1
export CORE_AREA = 10 10 95 95
export DIE_AREA = 0 0 105 105
==> /design/flow/constraint.sdc <==
current_design Multiplexer4_1

set clk_period 1.0
set clk_io_pct 0.2

create_clock -name clk0 -period $clk_period

set non_clock_inputs [all_inputs -no_clocks]
set_input_delay [expr $clk_period * $clk_io_pct] -clock clk0 $non_clock_inputs
set_output_delay [expr $clk_period * $clk_io_pct] -clock clk0 [all_outputs]
==> Slide: Implementation Results <==
Run Summary

Outcome
  – Outcome: complete, but fails checks
  – Failing checks: setup timing

Drt
  – Via density per instance: 4.14
  – Routed via count: 1259
  – Drt drc: 0
  – Wire length reported by the detailed router: 6380 um
  – First drt pass iteration count: 4
  – Average wire length per cell after detail routing: 21.0 um
  – Iteration-0 DRC count of the detailed router: 16
  – Count of antenna-violating nets left after detailed routing: 0

Synthesis
  – Synth Area in XOR/XNOR: 0%
  – Mean post-synth cell area: 20.9 sq um
  – Portion of synthesized cell area occupied by the leading cell type: 82.9%
  – Simple-Gate Area Share: 0%
  – Synth top area cells: sky130_fd_sc_hd__mux4_2 (83%), sky130_fd_sc_hd__buf_12 (7.4%), sky130_fd_sc_hd__mux4_1 (6.5%)
  – Largest area contributor in the netlist: sky130_fd_sc_hd__mux4_2
  – Fraction of the mapped netlist area in adder cells: 0%
  – Part of the Yosys area used for sequential elements: 0%
  – Unique masters post-synth: 5
  – Gate count of the mapped netlist: 39
  – Count of instantiated cells in the yosys netlist: 39
  – Total of warnings raised by yosys: 0
  – Mux area share: 89.4%
  – Yosys Chip Area: 815 sq um
  – Compound Share, Synth: 0%
  – Dominant comb cell: multiplexers
  – Synthesized cell area: 815 sq um

Final timing
  – Setup repair after global routing missed its margin: yes
  – Final Worst Setup Slack: -309 ps
  – Hold Vio Cnt, Final: 0
  – Final-report max-slew violation count: 0
  – Worst max-slew margin expressed relative to the limit: 88.1%
  – Peak Freq: 764 MHz
  – Hold slack: 883 ps
  – Number of setup violations in the final report: 32
  – Slew at the pin with the worst max-slew slack: 178 ps
  – Final Critical Period: 1310 ps
  – Tcrit/Tclk final: 131%

Setup path
  – Kind of critical path: primary input to output pin
  – Highest fanout seen on the critical path: 7
  – Crit path capture type: output pin
  – Arrival time reported for the critical path endpoint: 1110 ps
  – Critical Path Source Type: primary input
  – Most prevalent standard cell on the critical path: sky130_fd_sc_hd__buf_12
  – Crit path required time: 800 ps
  – Critical Path, Cell by Cell: buf_12 -> buf_12 -> mux4_2 -> buf_2
  – Start point of the critical path: selectMux[0]
  – Delay of the slowest cell on the worst path: 510 ps
  – Slowest stage cell, crit path: sky130_fd_sc_hd__mux4_2

GRT
  – Total grt overflow: 0
  – Total global-route track usage: 11.1%
  – Pin count of the biggest net entering global routing: 14
  – Antenna violations before repair: 6
  – Vias in the first global route: 1534
  – First-pass GRT wire length: 9230 um

Pwr
  – Total power consumption of the routed design: 0.828 mW
  – Maximum vdd drop: 0.134 mV
  – Power density cells: 355 nW/um^2
  – Leakage power of the design: 1.10 nW

Final layout
  – Area taken by flip-flops and latches: 0 sq um
  – Fillers: 768
  – Area delta synth->final: 186%
  – Ratio of cells with drive above 1 in the final layout: 36.9%
  – Flops: 0
  – Number of clock buffers in the layout: 0
  – Area of combinational cells with multiple inputs: 721 sq um

Floorplanning
  – Die Y-Extent: 105 um
  – Core Footprint: 6910 sq um
  – Floorplan row count: 30
  – Chip footprint: 11000 sq um
  – Die Wd: 105 um
  – I/O pin count: 162
  – Floorplan utilization: 11.8%

Placement
  – Count of buffers inserted at the top-level ports: 162
  – Final weighted congestion of routability-driven global placement: 0.796
  – Total half-perimeter wirelength after legalization and detailed placement: 5720 um

Job
  – OpenROAD warning count: 35
  – Max-cap viol count: 0

Hold path
  – HP Start: dMux[6]
  – HP Class: primary input to output pin

Clock tree
  – Count of hold buffers inserted by post-cts repair: 0
  – Number of setup buffers added after CTS: 0
==> routing by layer <==
metal | GRT usage [%] | wire (um) | up-vias
met1 | 12.6 | 2530 | 579
met4 | 0.980 | 20 | 2
met5 | 0 | 13 | -
li1 | - | - | 545
met3 | 7.89 | 1040 | 4
met2 | 17.3 | 2770 | 129
==> logic make-up after synthesis <==
group / after synthesis
mux: 32
buf+inv: 7
==> final timing paths <==
| path | slack, ps | endpoint | cells past startpoint |
|---|---|---|---|
| worst max-delay path | -310 | outputMux[2] | 4 |
| worst min-delay path | 880 | outputMux[6] | 3 |
==> report_power, final <==
group | internal, mW | switching [mW] | total, mW | leakage [nW]
Clock | 0.000000669 | 0 | 0.000000669 | 0.0000317
Combinational | 0.608 | 0.219 | 0.828 | 1.10
Sequential | 0 | 0 | 0 | 0
Total | 0.608 | 0.219 | 0.828 | 1.10
==> per-stage QoR <==
stage               TNS (ps)  cells  area (sq um)  util [%]  worst slack [ps]
floorplan              -2750     39           823         -             -91.6
global placement      -28090    296          2550      36.9              -920
detailed placement    -28020    296          2550      36.9              -919
CTS                    -9340    299          2320      33.5              -329
global route          -10200    302          2320      33.6              -360
finish                 -8830    304          2330      33.7              -309
==> layout make-up <==
type,count,share of cell area [%]
antenna,5,0.537
multi-input combinational,32,31.0
tap,96,5.16
timing repair buffer,171,63.4
==> cell usage after synthesis, drive strengths merged <==
cell / number
buf: 7
mux4: 32
==> critical path, delay by kind of cell <==
| family | cells | cell delay [ps] |
|---|---|---|
| mux | 1 | 510 |
| buf+inv | 3 | 400 |
==> repair_timing <==
item	CTS	global route
gates resized	243	0
setup endpoints to repair	32	32
gates cloned	3	0
hold endpoints to repair	0	0
==> cells in the final DEF, fill, tap and decap left out, drive strengths merged <==
cell	Yosys	routed
buf	7	43
diode	0	5
dlygate4sd2	0	128
mux4	32	32
Power and IR drop assume default switching activity.
